--- design/flow/run.sh ---
#!/bin/bash
# OpenROAD 26Q1-2900-gdf79404cd8, Yosys 0.63+post, stock flow scripts
make -C /OpenROAD-flow-scripts/flow DESIGN_CONFIG=/design/flow/config.mk WORK_HOME=/design/flow/orfs finish
--- design/flow/config.mk ---
export PLATFORM = sky130hd
export DESIGN_NAME = cla_32bit
export DESIGN_NICKNAME = cla_32bit
export VERILOG_FILES = /design/flow/design.v
export SDC_FILE = /design/flow/constraint.sdc
export NUM_CORES = 4
export LEC_CHECK = 1
export CORE_UTILIZATION = 30
--- design/flow/constraint.sdc ---
current_design cla_32bit

set clk_period 2.9
set clk_io_pct 0.2

create_clock -name clk0 -period $clk_period [get_ports {i_clk}]

set non_clock_inputs [all_inputs -no_clocks]
set_input_delay [expr $clk_period * $clk_io_pct] -clock clk0 $non_clock_inputs
set_output_delay [expr $clk_period * $clk_io_pct] -clock clk0 [all_outputs]
--- design/flow/design.v ---
`timescale 1ns / 1ps
module FF_16bit(
    input               i_clk,
    input [15:0]        i_data,
    output reg [15:0]   o_data
    );
    always@(posedge i_clk)begin
        o_data <= i_data;
    end
endmodule
`timescale 1ns / 1ps
module FF_4bit(
    input   [3:0]    i_data,
    input            i_clk,
    output reg [3:0]     o_data
    );
    always@(posedge i_clk)begin
        o_data <= i_data;
    end
endmodule
`timescale 1ns / 1ps
module FF_carry(
    input       i_clk,
    input       i_data,
    output reg      o_data
    );
    always@(posedge i_clk)begin
        o_data <= i_data;
    end
endmodule
`timescale 1ns / 1ps
module cla_16bit(
    input [15:0] in_1,
    input [15:0] in_2,
    input       i_clk,
    input       c_in,
    output [15:0] sum,
    output      c_out
    );
    wire [15:0] a, b;
    wire [3:0] sum_4_1, sum_4_2, sum_4_3, sum_4_4;
    wire [3:0] sum_8_1, sum_8_2, sum_8_3;
    wire [3:0] sum_12_1, sum_12_2;
    wire        c_1, c_2, c_3, c_4;
    wire c_1_reg, c_2_reg, c_3_reg;
    wire [3:0] sum1;
    FF_16bit FF_1_1(.i_clk(i_clk), .i_data(in_1), .o_data(a));
    FF_16bit FF_1_2(.i_clk(i_clk), .i_data(in_2), .o_data(b));
    cla_4bit CLA0   (.a(a[3:0]), .b(b[3:0]), .c_in(c_in), .sum(sum_4_1), .c_out(c_1));
    FF_carry FF_2_1 (.i_clk(i_clk), .i_data(c_1), .o_data(c_1_reg));
    FF_4bit  FF_2_2 (.i_clk(i_clk), .i_data(sum_4_1), .o_data(sum_4_2));
    FF_4bit  FF_3_1 (.i_clk(i_clk), .i_data(sum_4_2), .o_data(sum_4_3));
    FF_4bit  FF_4_1 (.i_clk(i_clk), .i_data(sum_4_3), .o_data(sum_4_4));
    FF_4bit  FF_5_1 (.i_clk(i_clk), .i_data(sum_4_4), .o_data(sum1));
    wire [3:0] reg_a_4_7, reg_b_4_7;
    wire [3:0] sum2;
    FF_4bit FF2_3   (.i_clk(i_clk), .i_data(a[7:4]), .o_data(reg_a_4_7));
    FF_4bit FF2_4   (.i_clk(i_clk), .i_data(b[7:4]), .o_data(reg_b_4_7));
    cla_4bit CLA1   (.a(reg_a_4_7), .b(reg_b_4_7), .c_in(c_1_reg), .sum(sum_8_1), .c_out(c_2));
    FF_carry FF3_2  (.i_clk(i_clk), .i_data(c_2), .o_data(c_2_reg));
    FF_4bit  FF3_3   (.i_clk(i_clk), .i_data(sum_8_1), .o_data(sum_8_2));
    FF_4bit  FF4_2   (.i_clk(i_clk), .i_data(sum_8_2), .o_data(sum_8_3));
    FF_4bit  FF5_2   (.i_clk(i_clk), .i_data(sum_8_3), .o_data(sum2));
    wire [3:0] reg_a_8_11_1, reg_b_8_11_1;
    wire [3:0] reg_a_8_11_2, reg_b_8_11_2;
    wire [3:0] sum3;
    FF_4bit FF2_5   (.i_clk(i_clk), .i_data(a[11:8]), .o_data(reg_a_8_11_1));
    FF_4bit FF2_6   (.i_clk(i_clk), .i_data(b[11:8]), .o_data(reg_b_8_11_1));
    FF_4bit FF3_4   (.i_clk(i_clk), .i_data(reg_a_8_11_1), .o_data(reg_a_8_11_2));
    FF_4bit FF3_5   (.i_clk(i_clk), .i_data(reg_b_8_11_1), .o_data(reg_b_8_11_2));
    cla_4bit CLA2   (.a(reg_a_8_11_2), .b(reg_b_8_11_2), .c_in(c_2_reg), .sum(sum_12_1), .c_out(c_3));
    FF_carry FF4_3  (.i_clk(i_clk), .i_data(c_3), .o_data(c_3_reg));
    FF_4bit  FF4_4  (.i_clk(i_clk), .i_data(sum_12_1), .o_data(sum_12_2));
    FF_4bit  FF5_3  (.i_clk(i_clk), .i_data(sum_12_2), .o_data(sum3));
    wire [3:0] reg_a_12_15_1, reg_a_12_15_2, reg_a_12_15_3;
    wire [3:0] reg_b_12_15_1, reg_b_12_15_2, reg_b_12_15_3;
    wire [3:0] sum4;
    wire carry_out;
    wire [3:0] sum_16_1;
    FF_4bit FF2_7   (.i_clk(i_clk), .i_data(a[15:12]), .o_data(reg_a_12_15_1));
    FF_4bit FF2_8   (.i_clk(i_clk), .i_data(b[15:12]), .o_data(reg_b_12_15_1));
    FF_4bit FF3_6   (.i_clk(i_clk), .i_data(reg_a_12_15_1), .o_data(reg_a_12_15_2));
    FF_4bit FF3_7   (.i_clk(i_clk), .i_data(reg_b_12_15_1), .o_data(reg_b_12_15_2));
    FF_4bit FF4_5   (.i_clk(i_clk), .i_data(reg_a_12_15_2), .o_data(reg_a_12_15_3));
    FF_4bit FF4_6   (.i_clk(i_clk), .i_data(reg_b_12_15_2), .o_data(reg_b_12_15_3));
    cla_4bit CLA_3  (.a(reg_a_12_15_3), .b(reg_b_12_15_3), .c_in(c_3_reg), .sum(sum_16_1), .c_out(c_4));
    FF_4bit FF5_4   (.i_clk(i_clk), .i_data(sum_16_1), .o_data(sum4));
    FF_4bit FF5_5   (.i_clk(i_clk), .i_data(c_4), .o_data(carry_out));
    assign c_out = carry_out;
    assign sum = {sum4, sum3, sum2, sum1};
endmodule
`timescale 1ns / 1ps
module cla_32bit(
    input i_clk,
    input [31:0]    in1,
    input [31:0]    in2,
    output [32:0]   out
    );
    wire [15:0] sum0_1, sum0_2, sum0_3, sum0_4, sum0_5, sum0_6, sum1;
    wire c_1_0, c_1_1;
    wire c_out;
    wire [15:0] imme1_0, imme1_1, imme1_2, imme1_3, imme2_0, imme2_1, imme2_2, imme2_3, imme2_4, imme1_4;
    cla_16bit CLA0 (.i_clk(i_clk), .in_1(in1[15:0]), .in_2(in2[15:0]),  .c_in(1'b0), .c_out(c_1_0), .sum(sum0_1));
    FF_16bit F1_1(.i_clk(i_clk), .i_data(in1[31:16]), .o_data(imme1_0));
    FF_16bit F1_2(.i_clk(i_clk), .i_data(in2[31:16]), .o_data(imme2_0));
    FF_16bit F2_2(.i_clk(i_clk), .i_data(imme1_0), .o_data(imme1_1));
    FF_16bit F2_3(.i_clk(i_clk), .i_data(imme2_0), .o_data(imme2_1));
    FF_16bit F3_2(.i_clk(i_clk), .i_data(imme1_1), .o_data(imme1_2));
    FF_16bit F3_3(.i_clk(i_clk), .i_data(imme2_1), .o_data(imme2_2));
    FF_16bit F4_2(.i_clk(i_clk), .i_data(imme1_2), .o_data(imme1_3));
    FF_16bit F4_3(.i_clk(i_clk), .i_data(imme2_2), .o_data(imme2_3));
    FF_16bit F5_2(.i_clk(i_clk), .i_data(imme1_3), .o_data(imme1_4));
    FF_16bit F5_3(.i_clk(i_clk), .i_data(imme2_3), .o_data(imme2_4));
    FF_carry F1_4(.i_clk(i_clk), .i_data(c_1_0), .o_data(c_1_1));
    FF_16bit F1_3(.i_clk(i_clk), .i_data(sum0_1), .o_data(sum0_2));        
    FF_16bit F2_1(.i_clk(i_clk),. i_data(sum0_2), .o_data(sum0_3));
    FF_16bit F3_1(.i_clk(i_clk), .i_data(sum0_3), .o_data(sum0_4));
    FF_16bit F4_1(.i_clk(i_clk), .i_data(sum0_4), .o_data(sum0_5));
    FF_16bit F5_1(.i_clk(i_clk), .i_data(sum0_5), .o_data(sum0_6));
    cla_16bit CLA1(.i_clk(i_clk), .in_1(imme1_4), .in_2(imme2_4), .c_in(c_1_1), .c_out(c_out), .sum(sum1));
    assign out = {sum1[15] , sum1, sum0_6};
endmodule
`timescale 1ns / 1ps
module cla_4bit(
    input   [3:0] a,
    input   [3:0] b,
    input        c_in,
    output  [3:0] sum,
    output      c_out
    );
    wire [3:0] gen;
    wire [3:0] pro;
    wire [3:0] carry;
    pg_gen pg_gen0(.a(a[0]), .b(b[0]), .p(pro[0]), .g(gen[0]));
    pg_gen pg_gen1(.a(a[1]), .b(b[1]), .p(pro[1]), .g(gen[1]));
    pg_gen pg_gen2(.a(a[2]), .b(b[2]), .p(pro[2]), .g(gen[2]));
    pg_gen pg_gen3(.a(a[3]), .b(b[3]), .p(pro[3]), .g(gen[3]));
    assign carry[0] = gen[0] | (pro[0] & c_in);
    assign carry[1] = gen[1] | (pro[1] & carry[0]);
    assign carry[2] = gen[2] | (pro[2] & carry[1]);
    assign carry[3] = gen[3] | (pro[3] & carry[2]);
    assign sum[0] = pro[0] ^ c_in;
    assign sum[1] = pro[1] ^ carry[0];
    assign sum[2] = pro[2] ^ carry[1];
    assign sum[3] = pro[3] ^ carry[2];
    assign c_out = carry[3];
endmodule
`timescale 1ns / 1ps
module pg_gen(
    input   a,
    input   b,
    output  p,
    output  g,
    output  s
    );
    assign p = a ^ b;
    assign g = a & b;
endmodule
==> results_dict.tcl <==
# implementation run metrics
set metrics [dict create \
    status "complete, no violations" \
    ys_sh_xor_pct 0.2227 \
    hp-class "reg2reg" \
    worstPathCellList "inv_1, fa_1, inv_1, fa_1, fa_1, inv_1, fa_1, inv_1" \
    whs_ns 0.3199 \
    period_needed_ns 2.052 \
    fin_ws_ns 0.8475 \
    fin_crit_sh_pct 70.78 \
    numCtsBuffers 47 \
    portBuffers 97 \
    critPathBufInv 4 \
    path_depth 8 \
    layout-drive-gt1-share_pct 9.961 \
    yosys-stat-cells 591 \
    mostFrequentLayoutCells "488 x dfxtp_1, 97 x clkdlybuf4s50_1, 70 x inv_1" \
    core_area_um2 34800 \
    grt_remaining_overflow 0 \
    dpl.hpwl_um 5656 \
    drtAntennaViolNets 0 \
    r2r_cells 8 \
    setup_viol 0 \
    pwr-share-clk_pct 42.8 \
    gp_congestion 0.7259 \
    aoi_share_pct 0 \
    vdd_drop_max_mv 0.5371 \
    postCtsResizedCells 0 \
    syn_inst 591 \
    crit_family "adder cells" \
    die_width_um 190.7 \
    hold_path_depth 0 \
    slew_viol_final 0 \
    timing.fmax_mhz 487.2 \
    cts_setup_buffers 0 \
    clkLatencyLatePin_ns 0.55 \
    clockBufferDepth 3 \
    rows 68 \
    use_met3_pct 2.554 \
    ys_seq_share_pct 91.50 \
    worstSetupEndpointType "flip-flop" \
    top_cell_area_share_pct 91.50 \
    ys_sh_adder_pct 5.742 \
    grt_pass1_vias 3771 \
    synth_area_um2 10680 \
    die-area_um2 36350 \
    grt_max_degree 16 \
    cp_slowest_stage_delay_ns 0.42 \
    area_growth_pct 28.95 \
    swShare_pct 19.15 \
    cpMaxStageDelayCell "fa_1" \
    critPathLaunchType "flip-flop" \
    wl_per_cell_um 8.664 \
    yosysWarnings 5 \
    openroad.warnings 25 \
    drt_iter0_markers 81 \
    largest_area_cell "dfxtp_1" \
    worst-path-max-fanout 1 \
    antenna_found_initial 0 \
    timing_hold_violations_final 0 \
    use_met2_pct 9.021 \
    reg2reg_slack_ns 0.85 \
    power.total_uw 13860 \
    lay_top_count "dfxtp_1" \
    grt_first_pass_wirelength_um 17490 \
    first_pass_iters 3 \
    die_h_um 190.7 \
    p_int_uw 11210 \
    initCoreUtil_pct 30.68 \
    finalClockSkew_ns 0.008868 \
    met1_usage_pct 8.398 \
    power.switching_uw 2655 \
    seqPwrFrac_pct 54.4 \
    synthTopCellsByArea "dfxtp_1 92%, fa_1 5.6%, inv_1 2.5%" \
    comb_power_share_pct 2.7 \
    dp_slack_ns 0.8276 \
    ioPinCount 98 \
    synthTopLogicFamily "adder cells" \
    ys_sh_simple_pct 0 \
    worst_hold_path.endpoint "CLA1.FF4_2.o_data[1]" \
    cp.required_ns 3.40 \
    track_usage_pct 6.303 \
    criticalPathCategory "reg2reg" \
    synth_area_per_cell_um2 18.07 \
    drc 0 \
    tritoncts "built" \
    busiest_layer "met2" \
    clkSinkCount 488 \
    ys_types 6 \
    timing.rr.start "CLA0.FF4_3.o_data" \
    ys_ff 488 \
    vias_per_cell 3.193 \
    cts_hold_buffers 0 \
    leakage_uw 0.005867 \
    r2r_end "CLA0.FF5_4.o_data[3]" \
    n_antenna_cell 0 \
    htreeDepth 2 \
    cts_root_buffer "clkbuf_16" \
    rsz0062_at_grt "no" \
    vias 3921 \
    powerDensity_nw_per_um2 1007 \
    maxCapViolCount 0 \
    min_from "CLA1.FF3_3.o_data[1]" \
    worst_pin_slew_ns 0.1437 \
    fin_setup_tns_ns 0 \
    postRouteWirelength_um 10640 \
    final_area_um2 13770 \
    relSlewSlack_pct 90.42 \
    cts.clk_slew.worst_paths_ns 0.06 \
    ys_area_um2 10680 \
    placed_cell_area_um2 12210 \
    mux_area_share_pct 0 \
    arrival_ns 2.55 \
]
[cell usage after synthesis]
master	count
fa_1	30
buf_4	1
inv_1	70
ha_1	1
xor3_1	1
dfxtp_1	488
[layout make-up]
cell class / count / area (µm²)
fillers: 3103 / 21030
flip-flops and latches: 488 / 9769
clock buffers: 62 / 1292
repair buffers: 97 / 970.9
multi-input cells: 32 / 636.9
well taps: 455 / 569.3
clock inverters: 24 / 265.3
inverters: 70 / 262.8
[per-layer routing]
layer / vias to the layer above / share of wire, %
met5: - / 0
met4: 0 / 5.8
met3: 45 / 8.4
met2: 111 / 43
met1: 1709 / 43
li1: 2056 / -
[per-stage QoR]
stage,cells,util (%)
final,1228,39.56
after global routing,1228,39.56
after CTS,1228,39.56
after detailed placement,1142,35.09
after global placement,1142,35.09
after floorplan,591,-
[power groups by stage]
stage / clock [µW] / sequential (µW) / combinational [µW]
finish: 5940 / 7550 / 380
CTS: 6170 / 7560 / 398
global route: 6480 / 7620 / 440
[logic make-up (layout without fill, tap and decap cells)]
group,count (synthesis),after routing
buf+inv,71,253
fa+ha+maj,31,31
flops,488,488
xor+xnor,1,1
[worst register-to-register path, delay by kind of cell, from the launching register on]
family,cells,cell delay (ns)
flops,1,0.30
buf+inv,4,0.31
fa+ha+maj,4,1.38
[worst max-delay path by stage]
stage / endpoint / from / slack, ns
4_1_cts: CLA0.FF5_4.o_data[3] / CLA0.FF4_3.o_data / 0.81
5_1_grt: CLA0.FF3_3.o_data[3] / CLA0.FF_2_1.o_data / 0.71
6_report: CLA0.FF5_4.o_data[3] / CLA0.FF4_3.o_data / 0.85
Power figures rest on the tool's default switching activity, not on a simulated workload.
